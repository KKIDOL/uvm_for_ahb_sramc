## ./config.mk

```make
export PLATFORM = sky130hd
export DESIGN_NAME = ahb_slave_if
export DESIGN_NICKNAME = ahb_slave_if
export VERILOG_FILES = /design/flow/design.v
export SDC_FILE = /design/flow/constraint.sdc
export NUM_CORES = 4
export LEC_CHECK = 1
export CORE_AREA = 10 10 118 118
export DIE_AREA = 0 0 128 128
export SYNTH_HDL_FRONTEND = slang
```

## ./constraint.sdc

```tcl
current_design ahb_slave_if

set clk_period 2.4
set clk_io_pct 0.2

create_clock -name clk0 -period $clk_period [get_ports {hclk}]

set non_clock_inputs [all_inputs -no_clocks]
set_input_delay [expr $clk_period * $clk_io_pct] -clock clk0 $non_clock_inputs
set_output_delay [expr $clk_period * $clk_io_pct] -clock clk0 [all_outputs]
```

## ./design.v

```verilog
module ahb_slave_if(
  input			   hclk,
  input			   hresetn,
  input			   hsel,
  input			   hwrite,
  input			   hready,
  input	[2:0]	 hsize,
  input [1:0]	 htrans,
  input [2:0]  hburst,    
  input [31:0] hwdata,
  input [31:0] haddr,
  output		  	hready_resp,
  output [1:0]	hresp,
  output [31:0]	hrdata,
  input [7:0]	 sram_q0,  
  input [7:0]	 sram_q1,
  input [7:0]	 sram_q2,
  input [7:0]	 sram_q3,
  input [7:0]	 sram_q4,
  input [7:0]	 sram_q5,
  input [7:0]	 sram_q6,
  input [7:0]	 sram_q7,
  output		   	sram_w_en,       
  output [12:0]	sram_addr_out,
  output [31:0] sram_wdata,      
  output [3:0]	bank0_csn,       
  output [3:0]	bank1_csn
  );
  reg        hwrite_r;
  reg [2:0]  hsize_r ;    
  reg [2:0]  hburst_r;
  reg [1:0]  htrans_r;
  reg [31:0] haddr_r;
  reg [3:0]  sram_csn; 
  wire [1:0] haddr_sel;
  wire [1:0] hsize_sel;
  wire bank_sel;
  wire sram_csn_en;           
  wire sram_write;            
  wire sram_read;             
  wire [15:0] sram_addr;      
  wire [31:0] sram_data_out;  
  parameter     IDLE   = 2'b00,
                BUSY   = 2'b01,
		            NONSEQ = 2'b10,
		            SEQ    = 2'b11;
  assign hready_resp = 1'b1;  
  assign hresp  = 2'b00;      
  assign   hrdata = sram_data_out;  
  assign  sram_data_out = (bank_sel) ?  
                          {sram_q3, sram_q2, sram_q1, sram_q0} :
                          {sram_q7, sram_q6, sram_q5, sram_q4} ;
  assign sram_write = ((htrans_r == NONSEQ) || (htrans_r == SEQ)) && hwrite_r;
  assign sram_read =  ((htrans_r == NONSEQ) || (htrans_r == SEQ)) && (!hwrite_r);
  assign sram_w_en = !sram_write;
  assign sram_addr = haddr_r [15:0]; 
  assign sram_addr_out = sram_addr[14:2];
  assign sram_csn_en = (sram_write || sram_read);
  assign bank_sel  = (sram_csn_en && (sram_addr[15] == 1'b0)) ? 1'b1 : 1'b0;
  assign bank0_csn = (sram_csn_en && (sram_addr[15] == 1'b0)) ? sram_csn : 4'b1111;
  assign bank1_csn = (sram_csn_en && (sram_addr[15] == 1'b1)) ? sram_csn : 4'b1111;
  assign haddr_sel = sram_addr[1:0];
  assign hsize_sel = hsize_r [1:0];
  assign sram_wdata = hwdata;
  always@(hsize_sel or haddr_sel) begin
    if(hsize_sel == 2'b10) 
      sram_csn = 4'b0;
    else if(hsize_sel == 2'b01) begin 
      if(haddr_sel[1] == 1'b0)  
        sram_csn = 4'b1100;
      else
        sram_csn = 4'b0011;
    end
    else if(hsize_sel == 2'b00) begin 
      case(haddr_sel)
        2'b00 : sram_csn = 4'b1110;
        2'b01 : sram_csn = 4'b1101;
        2'b10 : sram_csn = 4'b1011;
        2'b11 : sram_csn = 4'b0111;
        default : sram_csn = 4'b1111;
      endcase
    end
    else
      sram_csn = 4'b1111;
  end
  always@(posedge hclk , negedge hresetn) begin
    if(!hresetn) begin
      hwrite_r  <= 1'b0  ;
      hsize_r   <= 3'b0  ;  
      hburst_r  <= 3'b0  ;
      htrans_r  <= 2'b0  ;
      haddr_r   <= 32'b0 ;
    end
    else if(hsel && hready) begin  
      hwrite_r  <= hwrite ; 
      hsize_r   <= hsize  ;  
      htrans_r  <= htrans ;
      haddr_r   <= haddr  ;
    end else begin
      hwrite_r  <= 1'b0  ;
      hsize_r   <= 3'b0  ;  
      hburst_r  <= 3'b0  ;
      htrans_r  <= 2'b0  ;
      haddr_r   <= 32'b0 ;
    end
  end
endmodule
```

## ./run.sh

```bash
#!/bin/bash
# OpenROAD 26Q1-2900-gdf79404cd8, Yosys 0.63+post, stock flow scripts
make -C /OpenROAD-flow-scripts/flow DESIGN_CONFIG=/design/flow/config.mk WORK_HOME=/design/flow/orfs finish
```

==> summary.txt <==
Implementation status.

- The run finished with clean final reports.
- Entering global routing, the biggest net connects 33 pins.
- The achievable clock frequency is 437 MHz.
- The mapped cell area is 0.00166 mm^2.
- Grouping stages by cell kind, the critical path spends the most delay in buffers and inverters.
- Synthesis inferred 20 register bits.
- Per the OpenROAD floorplan log, the area of the die is 0.0164 mm^2.
- The critical path arrival is 1.81 ns.
- The number of cells in Yosys stat is 147.
- The number of global-route vias before repair is 1,520.
- Summed over all nets, the half-perimeter wirelength after detailed placement is 4950 um.
- Together, buffers and inverters on the worst path number 2.
- Global routing used 7.08% of the available met1 tracks.
- Counting along the longest clock path gives a buffer depth of 2.
- Before placement the cells fill 14.5% of the core.
- The main logic family after synthesis is multiplexers.
- The synthesized-area fraction occupied by xor and xnor cells is 0%.
- After Yosys synthesis, full adders, half adders and majority gates account for 0% of the synthesized area.
- The proportion of total power due to net switching is 17.6%.
- The worst-case IR drop observed on VDD is 277 uV.
- The setup-violating endpoint count in the final report is 0.
- The script logs the mean routed wire length per placed instance as 14.7 um.
- The category of the most critical setup path is flip-flop to output pin.
- The number of pins exceeding their max-slew limit in the final report is 0.
- The ratio of routed vias to standard cells is 3.59.
- Across all checked pins, the minimum headroom to the slew limit is 60.2%.
- The cell type with the largest total area after synthesis is dfrtp_1.
- The residual overflow from global routing is 0.
- The met2 track demand over resource in global routing is 10.4%.
- Row generation in the floorplan step produced 39 rows.
- The count of buffers added on input and output ports is 141.
- The number of optimization iterations in the first detailed-route pass is 3.
- The power density normalized to cell area is 391 mW/mm^2.
- The average footprint of a synthesized cell is 11.3 um^2.
- Endpoints failing hold in the final report were tallied at 0.
- The final report gives the core utilization as 25.8%.
- The max-cap check violation count is 0.
- Sorting the synthesized cells by area gives the leading types as dfrtp_1 30%, mux2_4 27%, buf_4 22%.
- The first global-routing pass estimated 8380 um of wire.
- The path type of the worst min-delay path is primary input to asynchronous set/reset pin.
- The number of levels in the clock H-tree is 1.
- The number of clock sinks came to 20.
- The tally of yosys warning messages is 0.
- Setup repair after global routing left no endpoint under its margin.
- The post-route netlist has 18.0% of its cells at a drive strength greater than 1.
- Hold repair after CTS inserted 0 buffers.
- The number of warnings reported in the stage logs is 46.
- Post-synthesis, Yosys gives the total cell area as 0.00166 mm^2.
- On the worst setup and hold paths after CTS, the clock-pin slew comes to 0.06 ns.
- In the finished design, the share of the clock period the worst path needs comes to 95.4%.
- The critical path goes through nand2b_2 > buf_12 > mux2_2 > clkdlybuf4s50_1.
- The power report attributes to the sequential group a share of 30.9%.
- In this run, distinct cell masters in the synthesized netlist total 19.
- The cell count after synthesis is 147.
- The total global routing track utilization is 6.25%.
- For this run, the register share of the synthesized area comes to 30.2%.
- For this run, the slowest stage of the critical path takes 0.42 ns.
- For the pin with the worst max-slew slack, the measured transition is 0.595 ns.
- In the layout the commonest cells are 141 x clkdlybuf4s50_1, 30 x mux2_4, 20 x and3_1, 20 x dfrtp_1.
- The internal power is 0.949 mW.
- In the synthesized netlist, mux cells make up 29.1% of the area.
- The worst setup path is captured at an output pin.
- The routing layer with the top usage in global route is met2.
- The post-layout minimum cycle time is 2.29 ns.
- The setup total negative slack is 0 ns.
- The final wirelength is 5630 um.
- The cell-mix breakdown from Yosys lists the simple-gate area share as 13.3%.
- The OpenROAD report gives the critical path a required time of 1.92 ns.
- Per the OpenROAD floorplan log, the height of the die is 128 um.
- The detailed router finished its first iteration with 12 violations.
- Per the detail_route report, inserted antenna diodes total 0.
- The CTS tree is done.
- The largest fanout of any net on the critical path is 32.
- Global routing consumed, on the met3 layer, 3.61% of the routing resources.
- The area of the core region is 0.0114 mm^2.
- In this run the horizontal extent of the chip is 128 um.
- STA classifies the critical path startpoint as a flip-flop.
- The initial antenna violation count is 0.
- The routability congestion estimate from global placement is 0.794.
- The remaining routing DRC violations is 0.
- The number of buffers added by the clock tree synthesis step is 3.
- The detail route stage leaves a number of antenna-violating nets equal to 0.
- The leakage power is 1.32 nW.
- Counting the fill cells in the layout gives 1,216.
- The post-cts repair resize count is 0.
- Looking at the clock tree report, the root buffer type is clkbuf_16.
- The critical-path cell with the highest stage delay is dfrtp_1.
- Of the total synthesized cell area, the portion taken by AND-OR and OR-AND cells is 0%.
- The relative contribution of combinational cells to total power is 29.5%.
- The floorplan report gives the top-level pin count as 230.
- The most common logic cell in the final layout is clkdlybuf4s50_1.
- Compared with the post-synthesis result, the final layout area differs by 77.3%.
- The area fraction of the largest cell type after synthesis is 30.2%.
- The power spent charging and discharging nets is 0.202 mW.
- The design draws 1.15 mW.
- In this run the post-CTS setup repair buffer count came out at 0.
- The share of power burned in the clock network is 39.6%.
- The routed layout has 1,372 vias.
## metrics by stage
stage | setup WS, ns | cells | hold slack, ns | instance area, um^2
finish | 0.110 | 382 | 0.563 | 2940
global route | 0.0276 | 382 | 0.588 | 2940
CTS | 0.0840 | 382 | 0.571 | 2940
detailed placement | 0.329 | 378 | 0.843 | 2840
global placement | 0.337 | 378 | 0.841 | 2840
floorplan | 0.873 | 148 | 0.184 | 1660
## kinds of logic after synthesis
group	count (synthesis)
multiplexers	33
buffers and inverters	56
other	2
AND/OR/NAND/NOR	36
flip-flops	20
## layout make-up
cell class              instances  area (um^2)  share of cell area, %
multi-input cells              72          718                   24.4
repair buffers                143         1440                   48.9
well taps                     143          179                   6.08
flip-flops and latches         20          500                   17.0
clock inverters                 1         30.0                   1.02
clock buffers                   3         75.1                   2.55
## cell usage after synthesis
master,n
buf_4,48
mux2_4,30
and3_1,20
dfrtp_1,20
clkbuf_1,4
nand3_1,4
nand4_1,4
buf_12,3
conb_1,2
mux2_2,2
nand2_1,2
and2_2,1
and2b_2,1
buf_6,1
mux2i_1,1
nand2b_1,1
or2_2,1
or3_1,1
or3b_2,1
## registers in the layout, indices dropped and copies added (netlist names)
| signal | flops |
|---|---|
| haddr_r | 16 |
| hsize_r | 2 |
| htrans_r | 1 |
| hwrite_r | 1 |
## worst paths after layout
check	startpoint	depth (start not counted)	to	slack [ns]
worst max-delay path	htrans_r[1]	4	hrdata[31]	0.11
max in group asynchronous	hresetn	2	haddr_r[8]	1.63
min in group clk0	hwrite	2	hwrite_r	0.78
worst min-delay path	hresetn	2	htrans_r[1]	0.56
## routing by layer
layer,share of wire [%],vias to the layer above
met2,45,116
met4,0.76,0
met3,14,5
li1,-,631
met1,40,620
met5,0,-
## power groups by stage
| stage | combinational (mW) | clock [mW] | sequential, mW |
|---|---|---|---|
| final | 0.339 | 0.456 | 0.356 |
| after global routing | 0.367 | 0.484 | 0.357 |
| after CTS | 0.348 | 0.469 | 0.356 |
No activity file was given, so power comes from the tool's default toggle rates.
