==> flow/design.v <==
module mbist_8kx8 
#(parameter WE_WIDTH = 1,
  parameter ADDR_WIDTH = 13,
  parameter DATA_WIDTH = 8
 )
 (
  input                      b_clk,     
  input                      b_rst_n,   
  input                      b_te,      
  input [(ADDR_WIDTH-1):0]   addr_fun,
  input [(WE_WIDTH-1):0]     wen_fun,
	input                      cen_fun,
	input                      oen_fun,
	input [(DATA_WIDTH-1):0]   data_fun,
	input [(DATA_WIDTH-1):0]   ram_read_out,
	output [(ADDR_WIDTH-1):0]  addr_test,  
	output [(WE_WIDTH-1):0]    wen_test,   
	output                     cen_test,   
	output                     oen_test,   
  output [(DATA_WIDTH-1):0]  data_test,  
	output				             b_done,     
	output reg                 b_fail      
  );
  reg [(ADDR_WIDTH-1):0] test_addr;
  reg r_end;
  reg r_end_en;
  reg test_addr_rst;
  reg [(WE_WIDTH-1):0] wen_test_inner;
  reg rf_start;
  reg check_en;
  reg pattern_sel;
  wire [(DATA_WIDTH-1):0] test_pattern;
  reg [4:0] cstate, nstate;
  reg up1_down0; 
  reg count_en;  
  assign b_done = r_end;
  assign test_pattern = (pattern_sel == 1'b0) ? {DATA_WIDTH{1'b0}} : {DATA_WIDTH{1'b1}};
  assign data_test = (b_te == 1'b1) ? test_pattern   : data_fun;
  assign addr_test = (b_te == 1'b1) ? test_addr      : addr_fun;
  assign wen_test  = (b_te == 1'b1) ? wen_test_inner : wen_fun;
  assign cen_test  = (b_te == 1'b1) ? 1'b0           : cen_fun;
  assign oen_test  = (b_te == 1'b1) ? 1'b0           : oen_fun;
  always @(posedge b_clk , negedge b_rst_n) begin
    if (b_rst_n == 1'b0) 
       r_end<=1'b0;
    else if (r_end_en == 1'b1) 
       r_end<= 1'b1;
       else
         r_end <= 1'b0;
  end
  always @(posedge b_clk , negedge b_rst_n) begin
    if (b_rst_n == 1'b0) 
       test_addr <= {ADDR_WIDTH{1'b0}};
    else if (b_te == 1'b1) 
  	  if (test_addr_rst == 1'b1) 
           if (up1_down0 == 1'b1)
          	  test_addr<=  {ADDR_WIDTH{1'b0}};
           else
              test_addr<=  {ADDR_WIDTH{1'b1}};
     	else
           if (count_en == 1'b1)
               if (up1_down0 == 1'b1)
          	      test_addr<=  test_addr + 1'b1;
               else
                  test_addr<=  test_addr - 1'b1;
  end
  always @(posedge b_clk , negedge b_rst_n)
    if (b_rst_n == 1'b0) 
       b_fail<=1'b1;
    else begin
      if ((b_te == 1'b1) && (rf_start == 1'b1))
          b_fail<=  1'b0;
      if ((b_te == 1'b1) && (check_en == 1'b1) && !(test_pattern == ram_read_out))
          b_fail<=  1'b1;
     end
  always @(posedge b_clk , negedge b_rst_n) begin
    if (b_rst_n == 1'b0) 
          cstate<=5'b00000;
    else
          cstate<= nstate;
  end
  always @(cstate or b_te or r_end or test_addr) begin
    up1_down0     = 1'b1;
    count_en      = 1'b0;
    r_end_en      = 1'b0;
    pattern_sel   = 1'b0;
    test_addr_rst = 1'b0;
    rf_start      = 1'b0;
    check_en      = 1'b0;
    wen_test_inner = {WE_WIDTH{1'b1}};
    nstate        = cstate;
    case (cstate)
      5'b00000 :
          begin
             test_addr_rst = 1'b1;
             if (b_te == 1'b1 && r_end == 1'b0) begin
                   nstate   = 5'b00001;
                   rf_start = 1'b1;
             end
          end
      5'b00001 :    
          begin
    	    count_en       = 1'b1;
    	    wen_test_inner = {WE_WIDTH{1'b0}};
    	    pattern_sel    = 1'b0;
             if (test_addr == {ADDR_WIDTH{1'b1}} ) begin
                  nstate        = 5'b00010;
                  test_addr_rst = 1'b1;
    	            up1_down0     = 1'b0;
             end
          end
      5'b00010 :
          begin
    	      pattern_sel   = 1'b0;
    	      up1_down0     = 1'b0;
            test_addr_rst = 1'b1; 
            nstate        = 5'b00011;
          end
      5'b00011 :
          begin
            nstate = 5'b00100;
          end
      5'b00100 :   
          begin
             pattern_sel = 1'b0;
    	       check_en    = 1'b1;
             nstate      = 5'b00101;
          end
      5'b00101 :   
          begin
    	      up1_down0      = 1'b0;
    	      count_en       = 1'b1;
    	      wen_test_inner = {WE_WIDTH{1'b0}};
    	      pattern_sel    = 1'b1;
             if (test_addr == {ADDR_WIDTH{1'b0}}) begin
                  nstate        = 5'b00110;
                  test_addr_rst = 1'b1;
    	          up1_down0     = 1'b1;
             end
             else
                nstate        = 5'b00011;
          end
      5'b00110 :
          begin
             pattern_sel   = 1'b1;
             test_addr_rst = 1'b1;
             nstate        = 5'b00111;
          end
      5'b00111 :
          begin
             nstate = 5'b01000;
          end
      5'b01000 :   
          begin
            pattern_sel = 1'b1;
            check_en    = 1'b1;
            nstate      = 5'b01001;
          end
      5'b01001 :
          begin
             wen_test_inner = {WE_WIDTH{1'b0}};
             pattern_sel    = 1'b0;
             nstate         = 5'b01010;
          end
      5'b01010 :
          begin
            nstate = 5'b01011;
          end
      5'b01011 :
          begin
            pattern_sel = 1'b0;
            check_en    = 1'b1;
            nstate      = 5'b01100;
          end
      5'b01100 :
          begin
             wen_test_inner = {WE_WIDTH{1'b0}};
             pattern_sel    = 1'b1;
             count_en       = 1'b1;
             if (test_addr == {ADDR_WIDTH{1'b1}}) begin
                  nstate        = 5'b01101;
                  test_addr_rst = 1'b1;
             end
             else
                nstate        = 5'b00111;
          end
      5'b01101 :    
          begin
            pattern_sel   = 1'b1;
            test_addr_rst = 1'b1;
            nstate        = 5'b01110;
          end
      5'b01110 :
          begin
            nstate = 5'b01111;
          end
      5'b01111 :
          begin
            pattern_sel = 1'b1;
            check_en    = 1'b1;
            nstate      = 5'b10000;
          end
      5'b10000 :
          begin
            wen_test_inner = {WE_WIDTH{1'b0}};
            pattern_sel    = 1'b0;
            count_en       = 1'b1;
             if (test_addr == {ADDR_WIDTH{1'b1}}) begin
                   nstate        = 5'b10001;
                   test_addr_rst = 1'b1;
             end
             else         
                nstate        = 5'b01110;
          end
      5'b10001 :   
          begin
             pattern_sel   = 1'b1;
             test_addr_rst = 1'b1;
             nstate        = 5'b10010;
          end
      5'b10010 :
          begin
             nstate = 5'b10011;
          end
      5'b10011 :
          begin
             pattern_sel=1'b0;
             check_en=1'b1;
             nstate = 5'b10100;
          end
      5'b10100 :
          begin
             wen_test_inner = {WE_WIDTH{1'b0}};
             pattern_sel   = 1'b1;
             nstate = 5'b10101;
          end
      5'b10101 :
          begin
             nstate = 5'b10110;
          end
      5'b10110 :
          begin
             pattern_sel=1'b1;
             check_en=1'b1;
             nstate = 5'b10111;
          end
      5'b10111 :
          begin
             wen_test_inner = {WE_WIDTH{1'b0}};
             pattern_sel    = 1'b0;
             count_en       = 1'b1;
             if (test_addr == {ADDR_WIDTH{1'b1}}) begin
                   nstate        = 5'b11000;
                   test_addr_rst = 1'b1;
             end
             else
                nstate        = 5'b10010;
          end
      5'b11000 :
          begin
             pattern_sel   = 1'b0;
             test_addr_rst = 1'b1;
             nstate        = 5'b11001;
          end
      5'b11001 :
          begin
             nstate        = 5'b11010;
          end
      5'b11010 :
          begin
             pattern_sel = 1'b0;
             check_en    = 1'b1;
             count_en    = 1'b1;
             if (test_addr == {ADDR_WIDTH{1'b1}}) begin
                   nstate        = 5'b00000;
                   test_addr_rst = 1'b1;
                   r_end_en      = 1'b1;
             end
             else
                nstate = 5'b11001;
          end
      default :
          begin
             nstate        = 5'b00000;
             test_addr_rst = 1'b1;
          end 
    endcase
  end
endmodule
==> flow/run.sh <==
#!/bin/bash
# OpenROAD 26Q1-2900-gdf79404cd8, Yosys 0.63+post, stock flow scripts
make -C /OpenROAD-flow-scripts/flow DESIGN_CONFIG=/design/flow/config.mk WORK_HOME=/design/flow/orfs finish
==> flow/config.mk <==
export PLATFORM = sky130hd
export DESIGN_NAME = mbist_8kx8
export DESIGN_NICKNAME = mbist_8kx8
export VERILOG_FILES = /design/flow/design.v
export SDC_FILE = /design/flow/constraint.sdc
export NUM_CORES = 4
export LEC_CHECK = 1
export CORE_UTILIZATION = 40
export SYNTH_HDL_FRONTEND = slang
==> flow/constraint.sdc <==
current_design mbist_8kx8

set clk_period 8.8
set clk_io_pct 0.2

create_clock -name clk0 -period $clk_period [get_ports {b_clk}]

set non_clock_inputs [all_inputs -no_clocks]
set_input_delay [expr $clk_period * $clk_io_pct] -clock clk0 $non_clock_inputs
set_output_delay [expr $clk_period * $clk_io_pct] -clock clk0 [all_outputs]
==> PnR_summary.wiki <==
== Run summary ==
{| class="wikitable"
! Metric !! Value
|-
| Largest vdd supply drop || 0.122 mV
|-
| Vias in the first global route || 1974
|-
| Violation count after the first detailed-routing iteration || 95
|-
| Worst hold margin || 0.378 ns
|-
| Number of maximum-capacitance violations || 0
|-
| Wire length per cell || 14.4 µm
|-
| Post-route DRC || 0
|-
| Resized cells post-CTS || 0
|-
| Max frequency || 189 MHz
|-
| Cell count in the Yosys report || 251
|-
| Crit path DRT || 7.04 ns
|-
| Cells after Synth || 251
|-
| Power Total || 0.523 mW
|-
| Yosys Warn Count || 0
|-
| Num ports || 61
|-
| Log Warnings || 25
|-
| Post-Route Utilization || 0.545
|-
| Post-Route Skew || 0.00271 ns
|-
| Minimum setup slack after placement || 3.50 ns
|-
| Startpoint-to-endpoint class of the critical path || in -> out
|-
| Worst-case headroom to the max-slew limit || 0.522
|-
| Met2 usage in global routing || 0.297
|-
| Number of inserted filler cells in the final layout || 538
|-
| Transition at the pin with the smallest max-transition slack || 0.710 ns
|-
| Placement Cell Area || 0.00312 mm²
|-
| Min Tclk post-route || 5.28 ns
|-
| Syn Std Cell Area || 0.00245 mm²
|-
| Antenna Cells || 0
|-
| Initial antenna violation count || 0
|-
| Async SR Flop Fraction || 1.00
|-
| Final hold violation count || 0
|-
| Final standard cell area without fillers || 0.00323 mm²
|-
| Synthesis area per yosys || 0.00245 mm²
|-
| Residual overflow from global routing || 0
|-
| Most Used Layer, Global Route || met1
|-
| Net switching power || 0.145 mW
|-
| CTS tree || done
|-
| Hold Crit Class || reg -> reg
|-
| Number of placed instances with taps included || 381
|-
| Unrepaired setup endpoints after global routing || no
|-
| Dominant cell area share || 0.409
|-
| CTS Buf Count || 5
|-
| Final setup TNS || 0 ns
|-
| Clock-pin slew on the worst setup and hold paths || 0.08 ns
|-
| Portion of total power attributed to the clock network || 0.285
|-
| Power Dens Cells || 162 mW/mm²
|-
| Run status || complete, no violations
|-
| Via Count || 2078
|-
| CTS Root Buffer Type || sky130_fd_sc_hd__clkbuf_8
|-
| Global-route wire length before repair || 9.46 mm
|-
| Avg Synthesized Cell Area || 9.76 µm²
|-
| Standby leakage power || 1.46 nW
|-
| Post-synth EDFFs || 0
|-
| Sequential fraction of design power || 0.444
|-
| Total length of routed wires || 5.61 mm
|-
| Clock latency reported for the late side of the worst-skew pair || 0.29 ns
|-
| Placement Rows || 28
|-
| Sequential cell area fraction in the yosys report || 0.430
|-
| Routed via count divided by cell count || 5.34
|-
| GRT met1 Usage || 0.305
|-
| Signed area change from the synthesized netlist to the final layout || 31.8%
|-
| Number of input and output port buffers inserted || 60
|-
| Main flop type after synthesis || sky130_fd_sc_hd__dfrtp_1
|-
| GRT Util Overall || 0.195
|-
| CTS Hold Buffers Added || 0
|-
| Number of nets with antenna violations after detailed routing || 0
|-
| Cell accounting for the most synthesized area || sky130_fd_sc_hd__dfrtp_1
|-
| Type of destination of the critical path || output port
|-
| Part of the power in combinational logic || 0.271
|-
| Number of post-CTS setup repair buffers || 0
|-
| Sinks on the clock net || 42
|-
| Total core area || 0.00592 mm²
|-
| Routing usage on met3 || 0.0461
|-
| Top fanout value on the critical path || 31
|-
| Chip footprint || 0.00644 mm²
|-
| H-tree lvl count || 2
|-
| Maximum number of pins on one net before global-route repair || 43
|-
| Die boundary height || 80.2 µm
|-
| Endpoint arrival time on the critical path || 3.52 ns
|-
| Weighted congestion reported at the end of routability-driven placement || 0.819
|-
| Cell area leaders || sky130_fd_sc_hd__dfrtp_1, sky130_fd_sc_hd__mux2_2, sky130_fd_sc_hd__ha_1
|-
| Core Density at Floorplan || 0.414
|-
| Net Sw Frac || 0.278
|-
| HPWL after DPL || 4.14 mm
|-
| Setup ws final || 3.52 ns
|-
| 1st-pass router iterations || 4
|-
| Horiz. Die Dim || 80.2 µm
|-
| Slew Viols, Final || 0
|-
| Internal power of the cells || 0.378 mW
|-
| CP startpoint kind || input port
|-
| Post-route clock period utilization || 0.600
|-
| Flip-flop and latch count after synthesis || 42
|-
| Layout cells sized above 1 || 0.111
|-
| Number of unique standard cell types used by synthesis || 47
|-
| Cell Count, Final, Fillers Out || 389
|-
| Setup-failing EPs final || 0
|-
| Maximum buffer depth of the clock tree || 2
|}
registers in the layout, indices dropped and copies added (netlist names):
| name | count |
|---|---|
| cstate | 27 |
| b_done | 1 |
| b_fail | 1 |
| test_addr | 13 |
power by group through the flow:
stage	Clock, mW	Combinational, mW	Sequential (mW)
CTS	0.154	0.144	0.233
global route	0.163	0.161	0.236
finish	0.149	0.142	0.232
cells by family after synthesis:
family,count (synthesis),share of synthesized area
mux,14,0.0639
flops,42,0.430
compound gates,65,0.178
xor+xnor,7,0.0250
buf+inv,13,0.0255
fa+ha+maj,12,0.0644
simple gates,98,0.213
cell usage after synthesis, types with 6 or more instances:
master,n
sky130_fd_sc_hd__dfrtp_1,40
sky130_fd_sc_hd__nand2_1,21
sky130_fd_sc_hd__nor2_1,16
sky130_fd_sc_hd__mux2_2,13
sky130_fd_sc_hd__o21a_1,12
sky130_fd_sc_hd__a21oi_1,11
sky130_fd_sc_hd__ha_1,11
sky130_fd_sc_hd__o21ai_0,10
sky130_fd_sc_hd__nor3_1,9
sky130_fd_sc_hd__nor4_1,8
sky130_fd_sc_hd__and2_1,7
sky130_fd_sc_hd__nand2b_1,7
sky130_fd_sc_hd__nand3_1,7
sky130_fd_sc_hd__o21ai_1,7
sky130_fd_sc_hd__a21o_1,6
sky130_fd_sc_hd__nand4_1,6
area by class of cell:
class	instances	area, µm²	share of cell area
Sequential cell	42	1050	0.326
Inverter	5	18.8	0.00582
Multi-Input combinational cell	196	1330	0.413
Clock buffer	6	72.6	0.0225
Clock inverter	2	37.5	0.0116
Timing Repair Buffer	63	618	0.192
Tap cell	75	93.8	0.0291
cell usage in the layout, fill, tap and decap left out, types with 4 or more instances in the layout:
cell / n
sky130_fd_sc_hd__o21ai_0: 9
sky130_fd_sc_hd__inv_1: 5
sky130_fd_sc_hd__o21a_1: 12
sky130_fd_sc_hd__o21ai_1: 8
sky130_fd_sc_hd__nor4_1: 8
sky130_fd_sc_hd__a21o_1: 6
sky130_fd_sc_hd__xor2_1: 4
sky130_fd_sc_hd__and2_1: 7
sky130_fd_sc_hd__nor3_1: 9
sky130_fd_sc_hd__mux2_2: 13
sky130_fd_sc_hd__nand2_1: 21
sky130_fd_sc_hd__nand2b_1: 7
sky130_fd_sc_hd__dfrtp_1: 40
sky130_fd_sc_hd__nor2_1: 16
sky130_fd_sc_hd__nand4_1: 6
sky130_fd_sc_hd__a21oi_1: 11
sky130_fd_sc_hd__ha_1: 11
sky130_fd_sc_hd__clkbuf_8: 5
sky130_fd_sc_hd__clkdlybuf4s50_1: 59
sky130_fd_sc_hd__nand3_1: 7
critical path, cell delays in order:
cell	delay, ns
sky130_fd_sc_hd__clkdlybuf4s50_1	0.46
sky130_fd_sc_hd__buf_4	0.32
sky130_fd_sc_hd__nand4_1	0.35
sky130_fd_sc_hd__o21a_1	0.21
sky130_fd_sc_hd__clkdlybuf4s50_1	0.41
path summary, 6_finish.rpt:
path | start | end | slack, ns | cells after the start
worst min register to register | cstate[8] | cstate[22] | 0.38 | 0
worst max-delay path | b_te | data_test[4] | 3.52 | 5
max in group asynchronous | b_rst_n | cstate[0] | 6.90 | 2
min in group asynchronous | b_rst_n | test_addr[9] | 1.52 | 2
worst min-delay path | cstate[8] | cstate[22] | 0.38 | 0
worst max register to register | test_addr[0] | test_addr[8] | 5.07 | 13
layer usage:
metal  part of all wire  vias to the layer above  wire [µm]
met5                  0                        -          0
met4             0.0055                        0         31
met3              0.056                        2        314
met2               0.45                       56       2500
met1               0.49                      981       2760
li1                   -                     1039          -
Power figures rest on the tool's default switching activity, not on a simulated workload.
